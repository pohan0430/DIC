**/design/flow/design.v**
```verilog
module Convolution(
    IFM_0, IFM_1, IFM_2, IFM_3,
	INW_0, INW_1, INW_2, INW_3,
	Output
    );
input [3:0]IFM_0, IFM_1, IFM_2, IFM_3;
input [3:0]INW_0, INW_1, INW_2, INW_3;
output wire [9:0]Output;
assign Output = IFM_0*INW_0+IFM_1*INW_1+IFM_2*INW_2+IFM_3*INW_3;
endmodule
```
**/design/flow/run.sh**
```bash
#!/bin/bash
# OpenROAD 26Q1-2900-gdf79404cd8, Yosys 0.63+post, stock flow scripts
make -C /OpenROAD-flow-scripts/flow DESIGN_CONFIG=/design/flow/config.mk WORK_HOME=/design/flow/orfs finish
```
**/design/flow/config.mk**
```make
export PLATFORM = sky130hd
export DESIGN_NAME = Convolution
export DESIGN_NICKNAME = Convolution
export VERILOG_FILES = /design/flow/design.v
export SDC_FILE = /design/flow/constraint.sdc
export NUM_CORES = 4
export LEC_CHECK = 1
export CORE_UTILIZATION = 50
```
**/design/flow/constraint.sdc**
```tcl
current_design Convolution

set clk_period 7.2
set clk_io_pct 0.2

create_clock -name clk0 -period $clk_period

set non_clock_inputs [all_inputs -no_clocks]
set_input_delay [expr $clk_period * $clk_io_pct] -clock clk0 $non_clock_inputs
set_output_delay [expr $clk_period * $clk_io_pct] -clock clk0 [all_outputs]
```
==> results.ini <==
[synthesis]
synth_cell_type_count = 15
netlist_area_sq_um = 2180
syn_area_per_cell_sq_um = 8.93
synth-simple-area-share = 0.165
adder_share = 0.648
ys_area_sq_um = 2180
logic_family = adder cells
compound_area_frac = 0.0322
synthCells = 244
yosys_cells = 244
ys_seq_share = 0
ys_sh_mux = 0
yosys_warnings = 0
xor_share = 0.0241

[placement]
globalplace.congestion = 0.901
port_buffers = 42
hpwl_microns = 3790

[power_and_ir_drop]
vdd_ir_drop_max_mv = 0.942
p_comb_frac = 1.000
power_frac_clock = 0
p_per_area_nw_per_um2 = 482
leakage_nw = 1.57
p_int_uw = 853
switching_share = 0.416
p_sw_uw = 607
seqPwrFrac = 0

[layout]
syn_to_final_growth_pct = 39.1
fillers = 306
clkbuf_count = 0
numSequentialCells = 0
drive_gt1_frac = 0.408
seq_area_sq_um = 0

[setup_path]
path_max_fanout = 3
worst-endpoint-arrival_ns = 5.95
end_kind = output port
slowest_delay_ns = 0.55
start_kind = primary input
cp_num_buf_inv = 7
crit_type = in -> out
critical_path_cell_count = 20
cp_cell_sequence = buf_8, and2_4, fa_1, inv_2, fa_1, inv_1, fa_1, fa_2, inv_2, fa_2, fa_1, inv_2, ha_4, a21o_1, a21oi_2, buf_4, o21bai_4, a21oi_2, xnor2_1, buf_2
slowest_stage = fa_1
crit_family = adder cells
required_ns = 5.76
crit_top_cell = fa_1

[die]
die-height_microns = 68.0
fp-utilization = 0.533
ioPinCount = 42
rows = 23
die_width_microns = 68.0
fp.coreArea_sq_um = 4090
dieArea_sq_um = 4620

[final_timing]
worst_slack_ns = -0.191
finalCritPeriodShare = 1.03
finalSetupViolCount = 3
worstMarginPinSlew_ns = 0.274
post-route-min-period_ns = 7.39
slew_viol_final = 0
maxSlewHeadroom = 0.818
hold_ws_ns = 3.84
rsz0062_at_grt = true
finalHoldViolCount = 0
final.setup.tns_ns = -0.387
fmax_mhz = 135

[route]
drc = 0
drtIter0Drc = 20
wire_per_inst_microns = 11.8
vias = 1679
n_antenna_cell = 0
routed_via_density = 4.59
wirelength_microns = 4330
first_pass_iters = 4
ant_nets = 0

[hold_path]
hold_path.class = in -> out
min_path_cells = 5

[global_routing]
grt_max_degree = 5
grt_pass1_vias = 1645
grt_pass1_wl_microns = 7020
overflow = 0
grt.total_usage = 0.217
grt_antenna_before_repair = 0

[clock_tree]
cts_hold_buf = 0

[run]
cap_violations = 0
tool_warnings = 35

[run_status]
violations = setup timing
outcome = complete, but fails checks

[per-layer routing]
layer,GRT usage,up-vias,share of wire
met5,0,-,0
met4,0,0,0
met3,0.0321,0,0.041
met2,0.341,34,0.47
met1,0.362,793,0.49
li1,-,852,-
[what timing repair did]
action / CTS / global route
setup endpoints to repair: 7 / 6
pin swaps: 52 / 40
hold endpoints to repair: 0 / 0
setup buffers: 5 / 1
gates cloned: 0 / 0
resized: 156 / 56
[area by class of cell]
cell class,instances,area [sq um],area share
timing repair buffer,72,546,0.180
tap,50,62.6,0.0207
inverter,76,288,0.0950
multi-input combinational,168,2130,0.704
[synth_stat cells]
| library cell | number | area [sq um] |
|---|---|---|
| inv_1 | 76 | 285 |
| fa_1 | 48 | 961 |
| and2_1 | 39 | 244 |
| ha_1 | 36 | 450 |
| nand2_1 | 25 | 93.8 |
| nor2_1 | 4 | 15.0 |
| xnor2_1 | 4 | 35.0 |
| a21oi_1 | 3 | 15.0 |
| a21oi_2 | 2 | 17.5 |
| xor2_1 | 2 | 17.5 |
| a21o_1 | 1 | 7.51 |
| a311oi_2 | 1 | 15.0 |
| nor2b_1 | 1 | 6.26 |
| o21a_1 | 1 | 7.51 |
| o21bai_1 | 1 | 7.51 |
[final timing paths]
check | end | slack, ns | startpoint
max | Output[8] | -0.19 | IFM_3[1]
min | Output[0] | 3.84 | INW_3[0]
[logic make-up (layout without fill, tap and decap cells)]
logic type | Yosys count | in the layout
buffers and inverters | 76 | 148
AND-OR/OR-AND | 9 | 9
AND/OR/NAND/NOR | 69 | 69
XOR/XNOR | 6 | 6
adder cells (fa/ha/maj) | 84 | 84
[layout by cell type, fill, tap and decap left out, types with 2 or more instances in the layout]
cell,n
a21oi_2,3
a21oi_4,2
and2_1,29
and2_4,10
buf_2,17
buf_4,26
buf_6,11
clkbuf_2,8
clkdlybuf4s50_1,5
dlygate4sd2_1,3
fa_1,35
fa_2,13
ha_1,27
ha_4,8
inv_1,60
inv_2,15
nand2_1,17
nand2_2,7
nor2_1,3
xnor2_1,3
xor2_1,2
[power groups by stage]
stage	clock, mW	combinational [mW]	sequential [mW]
final	0	1.46	0
after global routing	0	1.63	0
after CTS	0	1.33	0
[per-stage QoR]
step	instance area, sq um	utilization	std cells	power [mW]	setup slack [ns]
2_1_floorplan	2180	-	244	0.627	0.0172
3_3_place_gp	2840	0.696	360	1.20	-1.09
3_5_place_dp	2840	0.696	360	1.21	-1.11
4_1_cts	2980	0.730	365	1.33	-0.217
5_1_grt	3030	0.741	366	1.63	-0.317
6_report	3030	0.741	366	1.46	-0.191
Power and IR drop assume default switching activity.
