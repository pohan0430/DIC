==> /design/flow/design.v <==
module Adder_4bit(
	A,	
	B,
	sum,carry
    );
input [3:0]A;
input [3:0]B;
output wire [3:0]sum;
output wire carry;
assign {carry,sum} = A + B;
endmodule
==> /design/flow/run.sh <==
#!/bin/bash
# OpenROAD 26Q1-2900-gdf79404cd8, Yosys 0.63+post, stock flow scripts
make -C /OpenROAD-flow-scripts/flow DESIGN_CONFIG=/design/flow/config.mk WORK_HOME=/design/flow/orfs finish
==> /design/flow/config.mk <==
export PLATFORM = sky130hd
export DESIGN_NAME = Adder_4bit
export DESIGN_NICKNAME = Adder_4bit
export VERILOG_FILES = /design/flow/design.v
export SDC_FILE = /design/flow/constraint.sdc
export NUM_CORES = 4
export LEC_CHECK = 1
export CORE_AREA = 10 10 70 70
export DIE_AREA = 0 0 80 80
==> /design/flow/constraint.sdc <==
current_design Adder_4bit

set clk_period 3.2
set clk_io_pct 0.2

create_clock -name clk0 -period $clk_period

set non_clock_inputs [all_inputs -no_clocks]
set_input_delay [expr $clk_period * $clk_io_pct] -clock clk0 $non_clock_inputs
set_output_delay [expr $clk_period * $clk_io_pct] -clock clk0 [all_outputs]
==> run summary <==
AO/OA Area Share -> 0.156
MUX share of area -> 0
Core region area -> 3420 um2
Logic area -> 126 um2
Max_cap viols -> 0
Die area -> 6400 um2
IO buf count -> 13
Row count -> 21
Initial antenna violation count -> 0
Routed vias -> 159
Chip width -> 80 um
Initial Util -> 0.0399
Period utilization -> 0.957
Critical Path RT -> 2.56 ns
# Cells Yosys -> 16
Vias in the first global route -> 155
Per-cell routed wire length -> 6.93 um
Avg Cell Area, Syn -> 8.52 um2
DR DRC count -> 0
WL final -> 527 um
CP Max Fanout -> 2
Leak -> 0.132 nW
Tmin final -> 3.06 ns
Comb pwr share -> 1.000
Gr usage total -> 0.0153
Register area -> 0 um2
Seq pwr share -> 0
First-pass GRT wire length -> 772 um
Synth Seq Share -> 0
Top comb family, area -> adder cells
Initial DRC Count -> 0
Arr. time, crit path -> 2.42 ns
Slew Viols, Final -> 0
Worst hold stages -> 3
Layout cells sized above 1 -> 0.133
Clkbuf count -> 0
Final HPWL DP -> 505 um
Unrepaired setup endpoints after global routing -> no
Synth Cell Area -> 136 um2
Cell Type Count -> 9
Peak Freq -> 327 MHz
Syn-to-layout area delta -> 147%
Largest net degree at the start of global routing -> 4
Ports -> 13
Hold Crit Start -> A[0]
DP Worst Slack -> 0.0378 ns
CP cell instances -> clkdlybuf4s50_1 -> ha_2 -> inv_1 -> fa_2 -> nor2b_1 -> o21ai_0 -> nand2b_1 -> clkdlybuf4s50_1
Die Y -> 80 um
Hold/Removal Path Class -> input port to output port
Antenna Nets Post-Route -> 0
Crit path largest cell delay -> 0.47 ns
CP Class -> input port to output port
VDD IR max -> 0.0000184 V
Final GP Congestion -> 0.730
Antenna Cells -> 0
Final hold vios -> 0
Switch share -> 0.278
Endpoint class of the critical path -> output port
Vias per cell -> 2.09
Fillcell total -> 401
Crit-path slowest cell -> clkdlybuf4s50_1
Most used cell, CP -> clkdlybuf4s50_1
End of the worst hold path -> sum[0]
OpenROAD warnings -> 32
Seq cells -> 0
Crit start category -> input port
Ys Warns -> 0
Int Power -> 0.0000347 W
Final setup margin -> 0.138 ns
Pre-antenna DRT Iters -> 1
Synth Instances -> 16
# setup viols final -> 0
Adder Share, Synth -> 0.514
Total negative slack -> 0 ns
Status -> completed
Chip Area, Yosys -> 136 um2
XORs/XNORs by Area -> 0.128
Clk pwr share -> 0
Worst-Margin Slew -> 0.142 ns
PD cells -> 143 nW/um2
Yosys simple share -> 0.0917
Worst rel slew slack -> 0.904
Psw -> 0.0000134 W
Remaining Overflow, GRT -> 0
==> metrics by stage <==
stage	instances	utilization	area, um2	power (W)	hold WS, ns
finish	76	0.0985	337	0.0000480	2.34
global route	76	0.0985	337	0.0000542	2.39
CTS	75	0.0949	324	0.0000479	2.33
detailed placement	75	0.0949	324	0.0000476	2.32
global placement	75	0.0949	324	0.0000468	2.33
floorplan	16	-	136	0.0000151	1.35
==> critical path, delay by kind of cell <==
kind                     cells  cell delay, ns
buffers and inverters        3            0.99
adder cells (fa/ha/maj)      2            0.54
AND/OR/NAND/NOR              2            0.18
AND-OR/OR-AND                1            0.08
==> layout by cell type (no fill, tap or decap) <==
master,synthesis,final
clkdlybuf4s50_1,0,13
inv_1,4,4
ha_1,4,3
xnor2_1,2,2
nor2b_1,1,1
o21ai_0,1,1
nand2b_1,1,1
a21o_1,1,1
a21oi_2,1,1
fa_2,0,1
ha_2,0,1
buf_4,0,1
==> worst max-delay path by stage <==
stage | startpoint | to | slack, ns
after CTS | A[0] | carry | 0.04
after global routing | B[0] | carry | 0.007
final | B[0] | carry | 0.14
==> kinds of logic (layout without fill, tap and decap cells) <==
family | after synthesis | after routing
buffers and inverters | 4 | 18
XOR/XNOR | 2 | 2
AND-OR/OR-AND | 3 | 3
AND/OR/NAND/NOR | 2 | 2
adder cells (fa/ha/maj) | 5 | 5
==> power groups by stage <==
stage	clock, W	sequential [W]	combinational [W]
CTS	0	0	0.0000479
finish	0	0	0.0000480
global route	0	0	0.0000542
==> what timing repair did <==
action	CTS	global route
gates resized	0	2
hold buffers	0	0
endpoints found under the setup margin	0	1
setup buffers	0	1
hold endpoints to repair	0	0
==> routing by layer <==
| metal | track usage | up-vias | part of all wire |
|---|---|---|---|
| li1 | - | 79 | - |
| met2 | 0.0177 | 11 | 0.30 |
| met3 | 0.0114 | 0 | 0.23 |
| met5 | 0 | - | 0 |
| met4 | 0 | 0 | 0 |
| met1 | 0.0225 | 69 | 0.46 |
==> layout make-up <==
type / instances / share of cell area
multi-input combinational: 12 / 0.375
inverter: 4 / 0.0446
timing repair buffer: 14 / 0.409
tap: 46 / 0.171
==> cells in the mapped netlist <==
cell type | number | share of area
ha_1 | 4 | 0.37
o21ai_0 | 1 | 0.037
xnor2_1 | 2 | 0.13
nor2b_1 | 1 | 0.046
fa_1 | 1 | 0.15
a21oi_2 | 1 | 0.064
a21o_1 | 1 | 0.055
nand2b_1 | 1 | 0.046
inv_1 | 4 | 0.11
Power and IR drop assume default switching activity.
