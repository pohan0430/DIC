--- config.mk ---
export PLATFORM = sky130hd
export DESIGN_NAME = Convolution_without_pipeline
export DESIGN_NICKNAME = Convolution_without_pipeline
export VERILOG_FILES = /design/flow/design.v
export SDC_FILE = /design/flow/constraint.sdc
export NUM_CORES = 4
export LEC_CHECK = 1
export CORE_UTILIZATION = 30
--- constraint.sdc ---
current_design Convolution_without_pipeline

set clk_period 15.4
set clk_io_pct 0.2

create_clock -name clk0 -period $clk_period [get_ports {clk}]

set non_clock_inputs [all_inputs -no_clocks]
set_input_delay [expr $clk_period * $clk_io_pct] -clock clk0 $non_clock_inputs
set_output_delay [expr $clk_period * $clk_io_pct] -clock clk0 [all_outputs]
--- design.v ---
module Convolution_without_pipeline(
    clk,
    rst_n,
	in_valid,
	weight_valid,
	In_IFM_1,
	In_IFM_2,
	In_IFM_3,
	In_IFM_4,
    In_IFM_5,
	In_IFM_6,
	In_IFM_7,
	In_IFM_8,
	In_IFM_9,
    In_Weight_1,
    In_Weight_2,
    In_Weight_3,
	In_Weight_4,
    In_Weight_5,
    In_Weight_6,
    In_Weight_7,
    In_Weight_8,
    In_Weight_9,
    out_valid, 
	Out_OFM	
);
input clk, rst_n, in_valid, weight_valid;
input [7:0]In_IFM_1;
input [7:0]In_IFM_2;
input [7:0]In_IFM_3;
input [7:0]In_IFM_4;
input [7:0]In_IFM_5;
input [7:0]In_IFM_6;
input [7:0]In_IFM_7;
input [7:0]In_IFM_8;
input [7:0]In_IFM_9;		
input [7:0]In_Weight_1;
input [7:0]In_Weight_2;
input [7:0]In_Weight_3;
input [7:0]In_Weight_4;
input [7:0]In_Weight_5;
input [7:0]In_Weight_6;
input [7:0]In_Weight_7;
input [7:0]In_Weight_8;
input [7:0]In_Weight_9;
output reg out_valid;
output reg [20:0] Out_OFM;
reg [7:0]IFM_1;
reg [7:0]IFM_2;
reg [7:0]IFM_3;
reg [7:0]IFM_4;
reg [7:0]IFM_5;
reg [7:0]IFM_6;
reg [7:0]IFM_7;
reg [7:0]IFM_8;
reg [7:0]IFM_9;		
reg [7:0]Weight_1;
reg [7:0]Weight_2;
reg [7:0]Weight_3;
reg [7:0]Weight_4;
reg [7:0]Weight_5;
reg [7:0]Weight_6;
reg [7:0]Weight_7;
reg [7:0]Weight_8;
reg [7:0]Weight_9;
reg [2:0] state_cs, state_ns;
parameter IDLE = 3'd0;
parameter IN_DATA = 3'd1;
parameter EXE = 3'd2;
reg [4:0] count_out;
always@(posedge clk or negedge rst_n) begin
	if(!rst_n)
		state_cs <= IDLE;
	else
		state_cs <= state_ns;
end
always@(*) begin
	case(state_cs)
		IDLE:
		begin
			if(in_valid)
				state_ns = EXE;
			else
				state_ns = IDLE;
		end
		IN_DATA:
		begin
			state_ns = EXE;
		end
		EXE:
		begin
			if(count_out == 24)
				state_ns = IDLE;
			else
				state_ns = EXE;
		end
		default:
			state_ns = IDLE;
	endcase
end
always@(posedge clk or negedge rst_n) begin
	if(!rst_n) begin
		Weight_1 <= 0 ;
        Weight_2 <= 0 ;
        Weight_3 <= 0 ;
        Weight_4 <= 0 ;
		Weight_5 <= 0 ;
        Weight_6 <= 0 ;
        Weight_7 <= 0 ;
        Weight_8 <= 0 ;
		Weight_9 <= 0 ;
	end
	else if(weight_valid) begin
		Weight_1 <= In_Weight_1;
        Weight_2 <= In_Weight_2;
        Weight_3 <= In_Weight_3;
        Weight_4 <= In_Weight_4;
		Weight_5 <= In_Weight_5;
        Weight_6 <= In_Weight_6;
        Weight_7 <= In_Weight_7;
        Weight_8 <= In_Weight_8;
		Weight_9 <= In_Weight_9;
	end
end
always@(posedge clk or negedge rst_n) begin
	if(!rst_n) begin
		IFM_1  <= 0;
        IFM_2  <= 0;
        IFM_3  <= 0;
        IFM_4  <= 0;
		IFM_5  <= 0;
        IFM_6  <= 0;
        IFM_7  <= 0;
        IFM_8  <= 0;
		IFM_9  <= 0;
	end
	else if(in_valid) begin
		IFM_1  <= In_IFM_1 ;
        IFM_2  <= In_IFM_2 ;
        IFM_3  <= In_IFM_3 ;
        IFM_4  <= In_IFM_4 ;
		IFM_5  <= In_IFM_5 ;
        IFM_6  <= In_IFM_6 ;
        IFM_7  <= In_IFM_7 ;
        IFM_8  <= In_IFM_8 ;
		IFM_9  <= In_IFM_9 ;
	end
end
always@(posedge clk or negedge rst_n) begin
	if(!rst_n)
		count_out <= 0;
	else if(state_cs == EXE)
		count_out <= count_out + 1;
	else
		count_out <= 0;
end
always@(posedge clk or negedge rst_n) begin
	if(!rst_n)
		out_valid <= 0;
	else if(state_cs == EXE)
		out_valid <= 1;
	else
		out_valid <= 0;
end
always@(posedge clk or negedge rst_n) begin
	if(!rst_n)
		Out_OFM <= 0;	
	else if(state_cs == EXE) begin
		Out_OFM <= (IFM_1*Weight_1 + IFM_2*Weight_2 + IFM_3*Weight_3 + IFM_4*Weight_4 + IFM_5*Weight_5 + IFM_6*Weight_6 + IFM_7*Weight_7 + IFM_8*Weight_8 + IFM_9*Weight_9);
	end
	else
		Out_OFM <= 0;
end
endmodule
--- run.sh ---
#!/bin/bash
# OpenROAD 26Q1-2900-gdf79404cd8, Yosys 0.63+post, stock flow scripts
make -C /OpenROAD-flow-scripts/flow DESIGN_CONFIG=/design/flow/config.mk WORK_HOME=/design/flow/orfs finish
==> run_results.csv <==
group,metric,value,unit
floorplan,core-area,0.08824,mm^2
hold_path,min_path_cells,2,
timing,rsz0062_at_grt,"no",
synthesis,adder_share,0.5291,
synthesis,logic_family,"adder cells",
timing,whs,496.0,ps
clock_tree,cts.sinks,173,
clock_tree,cts_hold_buf,0,
synthesis,ys_sh_simple,0.1293,
timing,drv_slew,0,
detailed_routing,dr.pass1.iters,4,
floorplan,row_count,109,
critical_path,rrSetupSlack,7700,ps
hold_path,min_to,"state_cs[0]",
layout,n_fill_cell,8837,
clock_tree,htreeDepth,4,
global_routing,grt_use_met2,0.2730,
timing,fmax,129.8,MHz
clock_tree,post_cts_buffers,0,
global_routing,gr-max-usage-layer,"met2",
layout,finalInstanceArea,0.03029,mm^2
timing,tightest_slew,763.6,ps
place,hpwl,61400,um
clock_tree,cts.clk_slew.worst_paths,70,ps
synthesis,xor_area_frac,0.002953,
synthesis,syn_inst,2543,
critical_path,cp.buffers_inverters,6,
synthesis,aoi_share,0.01237,
timing,finalHoldViolations,0,
critical_path,slowest_delay,550,ps
detailed_routing,wire_per_inst,18.16,um
timing,relSlewSlack,0.4910,
detailed_routing,drt-total-wl,70290,um
layout,lay_top_cells,"inv_1 (672), fa_1 (543), and2_1 (390)",
layout,largest_register_ffs,21,
clock_tree,insertion_delay,500,ps
synthesis,edf_count,0,
critical_path,r2r_start,"IFM_8[2]",
global_routing,antenna_found_initial,1,
clock_tree,cts_inserted_buffers,17,
detailed_routing,drc,0,
critical_path,end_kind,"flip-flop",
critical_path,ff2ff_path_depth,23,
critical_path,worst_path_most_repeated_cell,"fa_1",
outcome,outcome,"completed",
synthesis,ys_area,0.02670,mm^2
global_routing,track_usage,0.1710,
layout,regMostFlops,"Out_OFM",
global_routing,grt_use_met1,0.2309,
layout,areaGrowthSynthToFinish,13.46,%
synthesis,synth-main-ff-cell,"dfrtp_1",
clock_tree,root_buffer,"clkbuf_16",
job,warnings,32,
layout,drive_gt1_frac,0.07098,
place,placed_cell_area,0.02970,mm^2
synthesis,top_cells_by_area,"fa_1 (41%), dfrtp_1 (16%), ha_1 (12%)",
global_routing,grt_max_degree,53,
global_routing,grt_pass1_wl,109500,um
floorplan,fp_util,0.3025,
synthesis,yosysSeqAreaShare,0.1622,
detailed_routing,ant_nets,0,
critical_path,worst-setup-path-type,"flip-flop to flip-flop",
timing,setup_viol,0,
job,maxCapViolCount,0,
synthesis,synth_top_area_share,0.4072,
critical_path,critical_path_required,15800,ps
synthesis,ys_ff,173,
place,portBuffers,169,
detailed_routing,first_iter_violations,592,
synthesis,synth_area_per_cell,10.50,um^2
critical_path,critPathMaxFanout,9,
synthesis,largest_area_cell,"fa_1",
hold_path,hold_start,"state_cs[0]",
critical_path,path_cells,"and2_1 > fa_1 > fa_1 > inv_1 > fa_1 > inv_1 > fa_1 > inv_1 > fa_1 > fa_1 > inv_1 > fa_1 > inv_1 > fa_1 > inv_1 > fa_1 > fa_1 > ha_1 > a21oi_1 > o21ai_0 > o2111ai_1 > a21oi_1 > nor3b_1",
detailed_routing,antennaDiodeCount,0,
global_routing,grt_overflow,0,
synthesis,async_flop_share,1.000,
synthesis,mux_share,0.06262,
timing,min_period,7702,ps
floorplan,chipArea,0.09018,mm^2
critical_path,worst_path_max_delay_cell,"fa_1",
layout,layout.cells.most_common,"inv_1",
place,gp_congestion,0.9722,
clock_tree,cts_resized,0,
timing,finalClockPeriodUsage,0.5001,
global_routing,grt_pass1_vias,18485,
clock_tree,cts_tree,"yes",
critical_path,crit_start,"IFM_8[2]",
detailed_routing,num_vias,16640,
global_routing,grt.met3_usage,0.06844,
critical_path,path_delay_family,"adder cells",
floorplan,chipHeight,300.3,um
floorplan,die_width,300.3,um
critical_path,critPathLaunchType,"flip-flop",
synthesis,yosys_warnings,1,
hold_path,hp-class,"flip-flop to flip-flop",
floorplan,pin_count,170,
critical_path,worstReg2RegEnd,"Out_OFM[18]",
synthesis,yosys_cells,2543,
detailed_routing,viasPerCell,4.300,
timing,clock_skew,12.74,ps
synthesis,syn-cell-area,0.02670,mm^2
synthesis,synth.distinct_cells,45,
critical_path,arrival,8110,ps
timing,setup_tns,0,ps
clock_tree,cts_max_path_buffers,2,
-- worst reg2reg max path, stage by stage, from the launching register on --
cell       delay (ps)
dfrtp_1           510
and2_1            250
fa_1              520
fa_1              540
inv_1              50
fa_1              530
inv_1              50
fa_1              480
inv_1              80
fa_1              550
fa_1              530
inv_1              50
fa_1              530
inv_1              80
fa_1              480
inv_1              50
fa_1              490
fa_1              420
ha_1              370
a21oi_1           300
o21ai_0           180
o2111ai_1         270
a21oi_1           100
nor3b_1           210
-- Yosys cell counts (all sizes together) (5+ instances only) --
library cell / count
xnor2: 5
nand3: 9
mux2: 144
a21oi: 19
nand2: 209
fa: 543
and2: 390
clkbuf: 31
ha: 260
dfrtp: 172
inv: 672
nor2: 19
o21ai: 8
buf: 14
mux2i: 5
-- worst max-delay path by stage --
stage	endpoint	cells past startpoint
CTS	Out_OFM[18]	23
global route	Out_OFM[18]	24
finish	Out_OFM[18]	23
-- routing by layer --
metal / share of wire / vias up / wire [um]
li1: - / 7763 / -
met1: 0.41 / 8470 / 28530
met2: 0.49 / 360 / 34380
met3: 0.088 / 45 / 6194
met4: 0.017 / 2 / 1164
met5: 0.00018 / - / 13
-- layout make-up --
cell class / instances / area [um^2] / share of cell area
inverter: 672 / 2522 / 0.08328
timing repair buffer: 175 / 1735 / 0.05730
tap: 1165 / 1458 / 0.04812
sequential: 173 / 4330 / 0.1430
clock buffer: 17 / 425.4 / 0.01404
clock inverter: 15 / 161.4 / 0.005329
multi-input combinational: 1653 / 19660 / 0.6490
-- logic make-up after synthesis --
kind of cell               after synthesis
adders and majority gates              803
buffers and inverters                  717
and+or+nand+nor                        643
DFF                                    173
muxes                                  149
AOI/OAI and AO/OA                       49
xor gates and xnor gates                 9
-- stage by stage --
stage | utilization | worst slack, ps | std cells
6_report | 0.3433 | 7698 | 3870
5_1_grt | 0.3433 | 7350 | 3870
4_1_cts | 0.3433 | 7645 | 3870
3_5_place_dp | 0.3366 | 7658 | 3838
3_3_place_gp | 0.3366 | 7666 | 3838
2_1_floorplan | - | 8183 | 2543
