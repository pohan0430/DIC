===== /design/flow/design.v =====
module Convolution_with_pipeline(
    clk,
    rst_n,
	in_valid,
	weight_valid,
	In_IFM_1,
	In_IFM_2,
	In_IFM_3,
	In_IFM_4,
    In_IFM_5,
	In_IFM_6,
	In_IFM_7,
	In_IFM_8,
	In_IFM_9,
    In_Weight_1,
    In_Weight_2,
    In_Weight_3,
	In_Weight_4,
    In_Weight_5,
    In_Weight_6,
    In_Weight_7,
    In_Weight_8,
    In_Weight_9,
    out_valid, 
	Out_OFM	
);
input clk, rst_n, in_valid, weight_valid;
input [7:0]In_IFM_1;
input [7:0]In_IFM_2;
input [7:0]In_IFM_3;
input [7:0]In_IFM_4;
input [7:0]In_IFM_5;
input [7:0]In_IFM_6;
input [7:0]In_IFM_7;
input [7:0]In_IFM_8;
input [7:0]In_IFM_9;		
input [7:0]In_Weight_1;
input [7:0]In_Weight_2;
input [7:0]In_Weight_3;
input [7:0]In_Weight_4;
input [7:0]In_Weight_5;
input [7:0]In_Weight_6;
input [7:0]In_Weight_7;
input [7:0]In_Weight_8;
input [7:0]In_Weight_9;
output reg out_valid;
output reg [20:0] Out_OFM;
reg [7:0]IFM_1;
reg [7:0]IFM_2;
reg [7:0]IFM_3;
reg [7:0]IFM_4;
reg [7:0]IFM_5;
reg [7:0]IFM_6;
reg [7:0]IFM_7;
reg [7:0]IFM_8;
reg [7:0]IFM_9;		
reg [7:0]Weight_1;
reg [7:0]Weight_2;
reg [7:0]Weight_3;
reg [7:0]Weight_4;
reg [7:0]Weight_5;
reg [7:0]Weight_6;
reg [7:0]Weight_7;
reg [7:0]Weight_8;
reg [7:0]Weight_9;
reg [16:0]multiple1;
reg [16:0]multiple2;
reg [16:0]multiple3;
reg [16:0]multiple4;
reg [16:0]multiple5;
reg [16:0]multiple6;
reg [16:0]multiple7;
reg [16:0]multiple8;
reg [16:0]multiple9;
reg [2:0] state_cs, state_ns;
parameter IDLE = 3'd0;
parameter IN_DATA = 3'd1;
parameter EXE = 3'd2;
reg [4:0] count_out;
always@(posedge clk or negedge rst_n) begin
	if(!rst_n)
		state_cs <= IDLE;
	else
		state_cs <= state_ns;
end
always@(*) begin
	case(state_cs)
		IDLE:
		begin
			if(in_valid)
				state_ns = IN_DATA;
			else
				state_ns = IDLE;
		end
		IN_DATA:
		begin
			begin
					state_ns = EXE;
			end
		end
		EXE:
		begin
			if(count_out == 24)
				state_ns = IDLE;
			else 
				state_ns = EXE;
		end
		default:
			state_ns = IDLE;
	endcase
end
always@(posedge clk or negedge rst_n) begin
	if(!rst_n) begin
		Weight_1 <= 0 ;
        Weight_2 <= 0 ;
        Weight_3 <= 0 ;
        Weight_4 <= 0 ;
		Weight_5 <= 0 ;
        Weight_6 <= 0 ;
        Weight_7 <= 0 ;
        Weight_8 <= 0 ;
		Weight_9 <= 0 ;
	end
	else if(weight_valid) begin
		Weight_1 <= In_Weight_1;
        Weight_2 <= In_Weight_2;
        Weight_3 <= In_Weight_3;
        Weight_4 <= In_Weight_4;
		Weight_5 <= In_Weight_5;
        Weight_6 <= In_Weight_6;
        Weight_7 <= In_Weight_7;
        Weight_8 <= In_Weight_8;
		Weight_9 <= In_Weight_9;
	end
end
always@(posedge clk or negedge rst_n) begin
	if(!rst_n) begin
		IFM_1  <= 0;
        IFM_2  <= 0;
        IFM_3  <= 0;
        IFM_4  <= 0;
		IFM_5  <= 0;
        IFM_6  <= 0;
        IFM_7  <= 0;
        IFM_8  <= 0;
		IFM_9  <= 0;
	end
	else if(in_valid) begin
		IFM_1  <= In_IFM_1 ;
        IFM_2  <= In_IFM_2 ;
        IFM_3  <= In_IFM_3 ;
        IFM_4  <= In_IFM_4 ;
		IFM_5  <= In_IFM_5 ;
        IFM_6  <= In_IFM_6 ;
        IFM_7  <= In_IFM_7 ;
        IFM_8  <= In_IFM_8 ;
		IFM_9  <= In_IFM_9 ;
	end
end
always@(posedge clk or negedge rst_n) begin
	if(!rst_n)
		count_out <= 0;
	else if(state_cs == EXE) begin
		count_out <= count_out + 1;
	end
	else
		count_out <= 0;
end
always@(posedge clk or negedge rst_n) begin
	if(!rst_n)
		out_valid <= 0;
	else if(state_cs == EXE)
		out_valid <= 1;
	else begin
		out_valid <= 0;
	end		
end
always@(posedge clk or negedge rst_n) begin
	if(!rst_n) begin
		multiple1 <= 0;
		multiple2 <= 0;
		multiple3 <= 0;
		multiple4 <= 0;
		multiple5 <= 0;
		multiple6 <= 0;
		multiple7 <= 0;
		multiple8 <= 0;
		multiple9 <= 0;	
	end
	else if(state_cs == IN_DATA) begin
		multiple1 <= IFM_1*Weight_1;
		multiple2 <= IFM_2*Weight_2;
		multiple3 <= IFM_3*Weight_3;
		multiple4 <= IFM_4*Weight_4;
		multiple5 <= IFM_5*Weight_5;
		multiple6 <= IFM_6*Weight_6;
		multiple7 <= IFM_7*Weight_7;
		multiple8 <= IFM_8*Weight_8;
		multiple9 <= IFM_9*Weight_9;
	end
	else if(state_cs == EXE) begin
		multiple1 <= IFM_1*Weight_1;
		multiple2 <= IFM_2*Weight_2;
		multiple3 <= IFM_3*Weight_3;
		multiple4 <= IFM_4*Weight_4;
		multiple5 <= IFM_5*Weight_5;
		multiple6 <= IFM_6*Weight_6;
		multiple7 <= IFM_7*Weight_7;
		multiple8 <= IFM_8*Weight_8;
		multiple9 <= IFM_9*Weight_9;
	end
	else begin
		multiple1 <= 0;
		multiple2 <= 0;
		multiple3 <= 0;
		multiple4 <= 0;
		multiple5 <= 0;
		multiple6 <= 0;
		multiple7 <= 0;
		multiple8 <= 0;
		multiple9 <= 0;	
	end
end
always@(posedge clk or negedge rst_n) begin
	if(!rst_n) begin
		Out_OFM <= 0;	
	end
	else if(state_cs == EXE) begin
		Out_OFM <= (multiple1+multiple2+multiple3+multiple4+multiple5+multiple6+multiple7+multiple8+multiple9);
	end
	else
		Out_OFM <= 0;
end
endmodule

===== /design/flow/run.sh =====
#!/bin/bash
# OpenROAD 26Q1-2900-gdf79404cd8, Yosys 0.63+post, stock flow scripts
make -C /OpenROAD-flow-scripts/flow DESIGN_CONFIG=/design/flow/config.mk WORK_HOME=/design/flow/orfs finish

===== /design/flow/config.mk =====
export PLATFORM = sky130hd
export DESIGN_NAME = Convolution_with_pipeline
export DESIGN_NICKNAME = Convolution_with_pipeline
export VERILOG_FILES = /design/flow/design.v
export SDC_FILE = /design/flow/constraint.sdc
export NUM_CORES = 4
export LEC_CHECK = 1
export CORE_UTILIZATION = 40

===== /design/flow/constraint.sdc =====
current_design Convolution_with_pipeline

set clk_period 11.5
set clk_io_pct 0.2

create_clock -name clk0 -period $clk_period [get_ports {clk}]

set non_clock_inputs [all_inputs -no_clocks]
set_input_delay [expr $clk_period * $clk_io_pct] -clock clk0 $non_clock_inputs
set_output_delay [expr $clk_period * $clk_io_pct] -clock clk0 [all_outputs]

==> flow_summary.yaml <==
# generated from flow reports
yosys:
  ys_ff: 317
  ys_types: 60
  ys_seq_share_pct: 24.3
  most_common_cell: "inv_1"
  yosys-stat-cells: 3148
  synthArstFlopShare_pct: 100
  synthTopCellsByCount: "inv_1 (580), and2_1 (538), fa_1 (434)"
  synth_cells: 3148
  syn-cell-area_sq_um: 32600
  yosysChipArea_sq_um: 32600
  ys_dominant_reg_cell: "dfrtp_1"
  top_area_share_pct: 26.6
  top_cells_by_area: "fa_1 (27%), dfrtp_1 (24%), ha_1 (13%)"
  avgSynthCellArea_sq_um: 10.4
  synth.yosys.warnings: 1
  synth-edff-count: 0
  synth_area_leader_cell: "fa_1"
worst_setup_path:
  worstPathCellList: "and2_1, fa_1, inv_1, fa_1, inv_1, fa_1, inv_1, fa_1, inv_1, ha_1, or2_2, a211oi_1, o21ai_0, a31oi_1, xor2_1, nor2_1"
  r2r-end: "multiple1[14]"
  crit_path_top_delay_cell: "fa_1"
  crit_family: "adder cells"
  start_kind: "flop"
  rr_worst_depth: 16
  rrSetupSlack_ns: 6.86
  slowest_delay_ns: 0.53
  worstReg2RegStart: "Weight_1[2]"
  critPathKind: "reg2reg"
  critPathMaxFanout: 9
  cp.required_ns: 11.94
  cp.buffers_inverters: 4
  crit_path_end_kind: "flop"
  arrival_ns: 5.09
route:
  wire_per_inst_um: 16.2
  detail-route-antenna-nets: 0
  diodes: 0
  dr.pass1.iters: 5
  drt_iter0_markers: 844
  finalWirelength_um: 71800
  vias: 21200
  drc: 0
  drt-vias-per-instance: 4.79
hold_path:
  hp-class: "reg2reg"
  worst_hold_path.num_cells: 1
  whs_endpoint: "count_out[0]"
  hp-start: "count_out[0]"
clock_network:
  htreeDepth: 2
  cts_buffers: 41
  cts-root-buf: "clkbuf_16"
  cts_resized: 0
  clkSinkCount: 317
  tritoncts: "done"
  cts_setup_buffers: 0
  clk_pin_slew_ns: 0.07
  cts_hold_buf: 0
  cts_max_path_buffers: 3
  clk_latency_ns: 0.58
grt:
  grt_max_degree: 71
  grt.overflow.total: 0
  grt_pass1_vias: 22700
  antenna_found_initial: 0
  grt_pass1_wl_um: 122000
  grtUsageTotal_pct: 19.6
job:
  max-cap-violations: 0
  warning_count: 26
run_status:
  status: "complete, no violations"
die:
  core.rowCount: 104
  die.size.x_um: 288
  fp_util_pct: 40.5
  die_h_um: 288
  chip_area_sq_um: 82700
  coreArea_sq_um: 80500
  io-pin-count: 170
placed_design:
  place_inst: 4353
  globalplace.congestion: 0.946
  dp_hpwl_um: 57800
  port_buffers: 168
  dpl_cell_area_sq_um: 35600
cells_and_area:
  combGateArea_sq_um: 22400
  fillers: 7482
  layout-area-overhead-vs-synth_pct: 13.7
  final_cell_area_sq_um: 37100
  stdcell_count: 4428
  post-route-util_pct: 46.0
  flop_area_sq_um: 7930
  layout-drive-gt1-share_pct: 7.39
timing:
  rsz0062_at_grt: "false"
  hold_viol: 0
  setup_tns_ns: 0
  maxSlewViolCount: 0
  finalClockSkew_ns: 0.0263
  finalCriticalPeriod_ns: 4.64
  slew_headroom_pct: 52.5
  fin_crit_sh_pct: 40.4
  finalSetupViolCount: 0
  max_slew.worst_pin.slew_ns: 0.712
  max_freq_ghz: 0.215
==> registers in the layout (all words and copies together) (netlist names), 16 cells and up <==
register,flops
Out_OFM,20
multiple1,16
multiple2,16
multiple3,16
multiple4,16
multiple5,16
multiple6,16
multiple7,16
multiple8,16
multiple9,16
==> worst max path at each step <==
stage         depth (start not counted)  slack [ns]            end        start
CTS                                  16        6.85  multiple4[15]  Weight_4[3]
global route                         16        6.63  multiple4[15]  Weight_4[3]
finish                               16        6.86  multiple1[14]  Weight_1[2]
==> per-layer routing <==
| layer | GRT usage (%) | part of all wire, % | up-vias |
|---|---|---|---|
| met5 | 0.407 | 0 | - |
| met4 | 2.62 | 1.7 | 0 |
| met3 | 4.90 | 6.1 | 58 |
| met2 | 31.1 | 47 | 366 |
| met1 | 29.2 | 45 | 10500 |
| li1 | - | - | 10300 |
==> cells in the final DEF (no fill, tap or decap), types with 4 or more instances in the layout <==
cell type / instances
nor2_1: 141
nand3_1: 12
nand4_1: 6
clkbuf_1: 4
xor2_1: 43
and3_1: 16
a211oi_1: 36
nor2b_1: 7
dfrtp_1: 316
and2_1: 538
clkdlybuf4s50_1: 165
bufinv_16: 8
clkinv_2: 9
inv_1: 580
a31oi_1: 20
or3_1: 4
a21o_1: 28
o21ai_0: 67
o21bai_1: 11
nor3_1: 26
or2_2: 8
a21oi_1: 65
a211o_1: 5
clkbuf_8: 4
ha_1: 347
mux2_2: 144
o221ai_1: 4
a21boi_0: 5
o21a_1: 25
buf_4: 15
nand2_1: 116
fa_1: 434
xnor2_1: 52
nand2b_1: 11
clkbuf_16: 43
==> cells by family (layout without fill, tap and decap cells) <==
group           after synthesis  in the layout  share of synthesized area, %
mux                         145            145                          5.00
buf+inv                     616            836                          7.10
other cells                   1              1                        0.0115
xor+xnor                     95             95                          2.55
compound gates              292            292                          5.77
simple gates                901            901                          15.3
fa+ha+maj                   781            781                          40.0
flops                       317            317                          24.3
==> per-stage QoR <==
step / hold slack, ns / setup slack (ns)
final: 0.477 / 6.86
after global routing: 0.485 / 6.63
after floorplan: 0.352 / 7.10
after CTS: 0.476 / 6.85
after detailed placement: 0.468 / 6.71
after global placement: 0.461 / 6.71
==> cell type report <==
cell class	instances	area share [%]
clock buffers	51	3.09
clock inverters	24	0.938
inverters	580	5.87
multi-input cells	2215	60.3
flip-flops and latches	317	21.4
well taps	1060	3.58
repair buffers	181	4.80
